## flow/config.mk

```make
export PLATFORM = sky130hd
export DESIGN_NAME = top
export DESIGN_NICKNAME = top
export VERILOG_FILES = /design/flow/design.v
export SDC_FILE = /design/flow/constraint.sdc
export NUM_CORES = 4
export LEC_CHECK = 1
export CORE_AREA = 10 10 91 91
export DIE_AREA = 0 0 101 101
```

## flow/constraint.sdc

```tcl
current_design top

set clk_period 1.4
set clk_io_pct 0.2

create_clock -name clk0 -period $clk_period [get_ports {clk}]

set non_clock_inputs [all_inputs -no_clocks]
set_input_delay [expr $clk_period * $clk_io_pct] -clock clk0 $non_clock_inputs
set_output_delay [expr $clk_period * $clk_io_pct] -clock clk0 [all_outputs]
```

## flow/design.v

```verilog
module alu
#(
    parameter NB_DATA   = 8,  
    parameter NB_OP     = 6   
)
(
    input   wire                           i_valid                                              ,  
    input   wire    signed [NB_DATA-1:0]   i_datoA                                              ,  
    input   wire    signed [NB_DATA-1:0]   i_datoB                                              ,  
    input   wire    [NB_OP - 1:0]   i_operation                                                 ,  
    output  wire    signed [NB_DATA-1:0]   o_leds                                                  
);
    reg signed [NB_DATA-1:0] result                                                             ;  
    reg signed [NB_DATA-1:0] aux_result = 8'h00                                                 ;  
    localparam [NB_OP-1:0]  
        OP_ADD = 6'b100000                                                                      ,  
        OP_SUB = 6'b100010                                                                      ,  
        OP_AND = 6'b100100                                                                      ,  
        OP_OR  = 6'b100101                                                                      ,  
        OP_XOR = 6'b100110                                                                      ,  
        OP_SRA = 6'b000011                                                                      ,  
        OP_SRL = 6'b000010                                                                      ,  
        OP_NOR = 6'b100111                                                                      ;  
    always @(*) begin
        case(i_operation)
            OP_ADD: begin
                result = i_datoA + i_datoB                                                      ;
            end                                                     
            OP_SUB: begin                                                       
                result = i_datoA - i_datoB                                                      ;
            end                                         
            OP_AND: begin                                           
                result = i_datoA & i_datoB                                                      ;
            end                                         
            OP_OR: begin                                            
                result = i_datoA | i_datoB                                                      ;
            end                                         
            OP_XOR: begin                                           
                result = i_datoA ^ i_datoB                                                      ;
            end                                         
            OP_SRA: begin                                           
                result = i_datoA >>> i_datoB                                                    ;
            end                                         
            OP_SRL: begin                                           
                result = i_datoA >> i_datoB                                                     ;
            end                                         
            OP_NOR: begin                                           
                result = ~(i_datoA | i_datoB)                                                   ;
            end                                         
            default: begin                                          
                result = result                                                                 ;
            end
        endcase
        aux_result = i_valid ? result : aux_result;
    end
    assign o_leds = i_valid ? result : aux_result;
endmodule
module baudrate_generator
#(
    NC_PER_TICK = 163,  
    NB_COUNTER = 8
)(
    input   wire clk                                                    ,
    input   wire i_rst_n                                                ,
    output  wire o_tick                                                    
);
reg [NB_COUNTER-1:0] counter                                            ;
always @(posedge clk or negedge i_rst_n) begin
    if(!i_rst_n) begin 
        counter <= {NB_COUNTER {1'b0}}                                  ;
    end else begin
        if(counter == NC_PER_TICK) counter <= {NB_COUNTER {1'b0}}       ;
        else                       counter <= counter + 1               ;
    end
end
assign o_tick = (counter == NC_PER_TICK)                               ;
endmodule
module top 
#(
    NB_DATA = 8                             ,
    NB_STOP = 16                            ,
    NB_OP   = 6                             ,
    NC_PER_TICK = 163                       ,      
    NB_COUNTER = 8              
)(              
    input   wire    clk                     ,
    input   wire    i_rst_n                 ,
    input   wire    i_rx                    ,
    output  wire    o_tx    
);
    wire tick;
    wire                    valid_i2ALU     ;
    wire [NB_DATA - 1 : 0]  datoA_i2ALU     ;
    wire [NB_DATA - 1 : 0]  datoB_i2ALU     ;
    wire [NB_DATA - 1 : 0]  op_i2ALU        ;
    wire [NB_DATA - 1 : 0]  res_i2ALU       ;
    wire                    rxDone          ;
    wire                    txDone          ;
    wire                    txStart         ;
    wire [NB_DATA - 1 : 0]  data_RX2i       ;
    wire [NB_DATA - 1 : 0]  data_i2TX       ;
    baudrate_generator #(
        .NC_PER_TICK(NC_PER_TICK    ),
        .NB_COUNTER(NB_COUNTER      )
    ) u_baudRateGen 
    (
        .clk        (clk            ),
        .i_rst_n    (i_rst_n        ),
        .o_tick     (tick           )
    );
    uart_rx #(
        .NB_DATA    (NB_DATA        ),
        .NB_STOP    (NB_STOP        )
    )u_uartRX
    (
        .clk        (clk            ),
        .i_rst_n    (i_rst_n        ),
        .i_tick     (tick           ),
        .i_data     (i_rx           ),  
        .o_data     (data_RX2i      ),
        .o_rxdone   (rxDone         )
    );
    uart_tx #(
        .NB_DATA    (NB_DATA        ),
        .NB_STOP    (NB_STOP        )
    ) u_uartTX 
    (
        .clk        (clk            ),
        .i_rst_n    (i_rst_n        ),
        .i_tick     (tick           ),
        .i_start_tx (txStart        ),
        .i_data     (data_i2TX      ),
        .o_txdone   (txDone         ),
        .o_data     (o_tx           )  
    );
    uart_interface #(
        .NB_DATA    (NB_DATA        ),
        .NB_STOP    (NB_STOP        ),
        .NB_OP      (NB_OP          )
    ) u_interface 
    (
        .clk        (clk            ),
        .i_rx       (data_RX2i      ),
        .i_rxDone   (rxDone         ),
        .i_txDone   (txDone         ),
        .i_rst_n    (i_rst_n        ),
        .o_tx_start (txStart        ),
        .o_data     (data_i2TX      ),
        .o_operation(op_i2ALU       ),
        .o_datoB    (datoB_i2ALU    ),
        .o_datoA    (datoA_i2ALU    ),
        .o_valid    (valid_i2ALU    ),
        .i_result   (res_i2ALU      )
    );
    alu #(
        .NB_DATA(NB_DATA            ),
        .NB_OP  (NB_OP              )
    ) u_ALU (
        .i_valid    (valid_i2ALU    ),
        .i_datoA    (datoA_i2ALU    ),
        .i_datoB    (datoB_i2ALU    ),
        .i_operation(op_i2ALU       ),
        .o_leds     (res_i2ALU      )  
    );
endmodule
module uart_interface
#(
    NB_DATA  = 8                                                            ,  
    NB_STOP  = 16                                                           ,  
    NB_OP    = 6                                                               
)(
    input       wire                            clk                         ,  
    input       wire signed [NB_DATA - 1 : 0]   i_rx                        ,  
    input       wire                            i_rxDone                    ,  
    input       wire                            i_txDone                    ,  
    input       wire                            i_rst_n                     ,  
    output      wire                            o_tx_start                  ,
    output      wire        [NB_DATA - 1 : 0]   o_data                      ,  
    output      wire        [NB_OP   - 1 : 0]   o_operation                ,
    output      wire        [NB_DATA - 1 : 0]   o_datoB                    ,
    output      wire        [NB_DATA - 1 : 0]   o_datoA                    ,
    output      wire                            o_valid                    ,
    input       wire        [NB_DATA - 1 : 0]   i_result                    
);
    localparam [2:0] 
    IDLE    = 3'b001, 
    PARSE   = 3'b010, 
    STOP    = 3'b100;
    localparam [5:0]
    DATOA   = 6'b001000,
    DATOB   = 6'b010000,
    OP      = 6'b100000;
    reg [2:0]               state                                           ;
    reg [1:0]               done_counter                                    ;
    reg [NB_OP   - 1 : 0]   op                                              ;
    reg [NB_DATA - 1 : 0]   datoB                                           ;
    reg [NB_DATA - 1 : 0]   datoA                                           ;
    reg                     valid                                           ;
    reg                     next_valid                                      ;
    reg  [NB_DATA - 1 : 0]  next_datoA                                      ;
    reg  [NB_DATA - 1 : 0]  next_datoB                                      ;
    reg  [NB_OP - 1 : 0  ]  next_op                                         ;
    wire signed [NB_DATA - 1 : 0]  leds_reg                                 ;
    reg                     tx_start, next_tx_start                         ;
    reg  [2:0]              next_state                                      ;
    reg  [1:0]              next_done_counter                               ;
    reg  [NB_OP - 1 : 0]    type_reg                                        ;
    always @(posedge clk or negedge i_rst_n) begin
        if(!i_rst_n) begin
            state <= IDLE                                                   ;
            done_counter <= 0                                               ;
            valid <= 0                                                      ;
            datoA <= 0                                                      ;
            datoB <= 0                                                      ;
            tx_start <= 0                                                   ;
            op <= 0                                                         ;
        end else begin              
            state <= next_state                                             ;
            done_counter <= next_done_counter                               ;
            valid <= next_valid                                             ;
            datoA <= next_datoA                                             ;
            datoB <= next_datoB                                             ;
            op <= next_op                                                   ;
            tx_start <= next_tx_start                                       ;
        end
    end
    always @(*) begin
        case(state)
            IDLE: begin
                if (i_rxDone) begin 
                    type_reg = i_rx[NB_OP-1:0]                              ;
                    next_state = PARSE                                      ;
                end else begin                  
                    next_state = IDLE                                       ;
                    next_done_counter = 0                                   ;
                end
            end
            PARSE: begin
                next_valid = 0                                              ;
                if (i_rxDone) begin                          
                        case(type_reg) 
                            DATOA: begin               
                                next_datoA = i_rx                           ;
                            end      
                            DATOB : begin                
                                next_datoB = i_rx                           ;
                            end            
                            OP: begin                       
                                next_op = i_rx[NB_OP-1:0]                   ;
                                next_valid = 1                              ;
                                next_tx_start = 1'b1                        ;
                            end
                            default: begin
                                next_datoA =   next_datoA                   ;
                                next_datoB = next_datoB                     ;
                                next_op = next_op                           ;
                                next_tx_start = next_tx_start               ;
                                next_valid = next_valid                     ;
                            end
                        endcase
                    next_done_counter =  1                                  ;
                end
                next_state = (done_counter) ? STOP : PARSE                  ;
            end
            STOP: begin
                next_state = IDLE                                           ;
                next_done_counter = 0                                       ;
                next_valid = 0                                              ;
                next_tx_start = 1'b0                                        ;
            end
            default: begin
                next_datoA =   next_datoA                                   ;
                next_datoB = next_datoB                                     ;
                next_op = next_op                                           ;
                next_state = next_state                                     ;
                next_valid = next_valid                                     ;
                next_done_counter = next_done_counter                       ;
            end
        endcase
    end
    assign o_operation  = op                                                ;
    assign o_datoA      = datoA                                             ;
    assign o_datoB      = datoB                                             ;
    assign o_valid      = valid                                             ;
    assign o_tx_start   = tx_start                                          ;
    assign o_data       = i_result                                          ;
endmodule
module uart_rx
#(
    NB_DATA  = 8                                                    ,
    NB_STOP  = 16  
)(
    input   wire                    clk                             ,
    input   wire                    i_rst_n                         ,
    input   wire                    i_tick                          ,
    input   wire                    i_data                          ,  
    output  wire [NB_DATA - 1 : 0]  o_data                          ,
    output  wire                    o_rxdone
);
    reg [clogb2(NB_STOP-1)-1:0]   tick_counter                      ;  
    reg [clogb2(NB_STOP-1)-1:0]   next_tick_counter                 ;  
    reg [3:0]                     state, next_state                 ;
    reg [clogb2(NB_DATA-1)-1:0]   recBits                           ;  
    reg [clogb2(NB_DATA-1)-1:0]   next_recBits                      ;
    reg [NB_DATA-1:0]             recByte                           ;  
    reg [NB_DATA-1:0]             next_recByte                      ;
    reg                           done_bit                          ;
    localparam [3:0]     
                    IDLE    = 4'b0001,
                    START   = 4'b0010,
                    RECEIVE = 4'b0100,
                    STOP    = 4'b1000; 
    always @(posedge clk or negedge i_rst_n) begin
        if(!i_rst_n) begin
            state <= IDLE                                           ;
            tick_counter <= 0                                       ;
            recBits  <= 0                                           ;
            recByte  <= 0                                           ;
            done_bit <= 0                                           ;
        end else begin              
            state <= next_state                                     ;
            tick_counter <= next_tick_counter                       ;
            recBits <= next_recBits                                 ;
            recByte <= next_recByte                                 ;
        end
    end
    always @(*) begin
        case (state) 
            IDLE: begin
                if(!i_data) begin
                    next_state = START                              ;
                    next_tick_counter = 0                           ;
                end
            end
            START: begin
                if(i_tick) begin
                    if(tick_counter == 4'b0111) begin
                        next_state        = RECEIVE                 ;
                        next_tick_counter = 0                       ;
                        next_recBits      = 0                       ;
                    end else begin 
                        next_tick_counter = tick_counter + 1        ;
                    end
                end
            end
            RECEIVE: begin
                if(i_tick) begin
                    if(tick_counter == 15) begin 
                        next_tick_counter = 0                       ;
                        recByte = {i_data, recByte[NB_DATA-1:1]}    ;  
                            if(recBits == 7) begin 
                                next_state = STOP                   ;
                            end else begin 
                                next_recBits = recBits + 1          ;
                            end
                    end else begin 
                        next_tick_counter = tick_counter + 1        ;
                    end
                end
            end
            STOP: begin
                if(i_tick) begin
                    if(tick_counter == (NB_STOP-1)) begin
                        next_state = IDLE                           ;
                        if(i_data) done_bit = 1                     ;
                    end else begin
                        next_tick_counter = tick_counter + 1        ;
                    end
                end
            end
            default: begin 
                next_state          = next_state                    ;
                next_recBits        = next_recBits                  ; 
                next_recByte        = next_recByte                  ;
                next_tick_counter   = next_tick_counter             ;
            end
        endcase
    end
    assign o_data   = recByte   ;  
    assign o_rxdone = done_bit  ;
    function integer clogb2;
    input integer value;
    for (clogb2 = 0; value > 0; clogb2 = clogb2 + 1) begin
        value = value >> 1;
    end
    endfunction
endmodule
module uart_tx
#(
    NB_DATA = 8,
    NB_STOP = 16
)(
    input   wire                    clk                                  ,
    input   wire                    i_rst_n                              ,
    input   wire                    i_tick                               ,
    input   wire                    i_start_tx                           ,
    input   wire [NB_DATA - 1 : 0]  i_data                               ,
    output  wire                    o_txdone                             ,
    output  wire                    o_data
);
    reg [clogb2(NB_STOP-1)-1:0]   tick_counter                          ;  
    reg [clogb2(NB_STOP-1)-1:0]   next_tick_counter                     ;  
    reg [3:0]                     state, next_state                     ;
    reg [clogb2(NB_DATA-1)-1:0]   txBits                                ;  
    reg [clogb2(NB_DATA-1)-1:0]   next_txBits                           ;
    reg [NB_DATA-1:0]             txByte                                ;  
    reg [NB_DATA-1:0]             next_txByte                           ;
    reg                           done_bit                              ;
    reg                           tx_reg, next_tx                       ;
    localparam [3:0]     
                    IDLE     = 0001,
                    START    = 0010,
                    TRANSMIT = 0100,
                    STOP     = 1000; 
    always @(posedge clk or negedge i_rst_n) begin
        if(!i_rst_n) begin
            state <= IDLE                                               ;
            tick_counter <= 0                                           ;
            txBits  <= 0                                                ;
            txByte  <= 0                                                ;
            done_bit <= 0                                               ;
            tx_reg <= 0                                                 ;
        end else begin                  
            state <= next_state                                         ;
            tick_counter <= next_tick_counter                           ;
            txBits <= next_txBits                                       ;
            txByte <= next_txByte                                       ;
            tx_reg <= next_tx                                           ;
        end
    end
    always @(*) begin
        case (state)
            IDLE: begin
                next_tx = 1'b1                                          ;
                if(i_start_tx) begin
                    next_state = START                                  ;
                    next_tick_counter = 0                               ;
                    next_txByte = i_data                                ;  
                end
            end
            START: begin
                next_tx = 1'b1                                          ;
                if(i_tick) begin
                    if(tick_counter == (NB_STOP -1)) begin
                        next_state = TRANSMIT                           ;
                        next_tick_counter = 0                           ;
                        next_txBits = 0                                 ; 
                    end else begin
                        next_tick_counter = tick_counter + 1            ;
                    end
                end
            end
            TRANSMIT: begin
                next_tx = txByte[0]                                     ;
                if(i_tick) begin 
                    if(tick_counter == (NB_STOP - 1)) begin
                        next_tick_counter = 0                           ;
                        next_txByte = txByte >> 1                       ;
                        if(txBits == (NB_DATA -1)) begin
                            next_state = STOP                           ;
                        end else begin
                            next_tick_counter = tick_counter + 1        ;
                        end
                    end
                end
            end
            STOP: begin 
                next_tx= 1'b1                                           ;
                if(i_tick) begin
                    if(tick_counter == (NB_STOP-1)) begin
                        next_state = IDLE                               ;
                        done_bit = 1                                    ;
                    end
                    else begin 
                        next_tick_counter = tick_counter + 1            ;
                    end
                end
            end
            default: begin
                next_state          = next_state                        ;
                next_txByte        = next_txByte                        ;
                next_txBits        = next_txBits                        ; 
                next_tick_counter   = next_tick_counter                 ;
            end
        endcase
    end
    assign o_data = tx_reg                                              ;
    assign o_txdone = done_bit                                          ;
    function integer clogb2;
    input integer value;
    for (clogb2 = 0; value > 0; clogb2 = clogb2 + 1) begin
        value = value >> 1;
    end
    endfunction
endmodule
```

## flow/run.sh

```bash
#!/bin/bash
# OpenROAD 26Q1-2900-gdf79404cd8, Yosys 0.63+post, stock flow scripts
make -C /OpenROAD-flow-scripts/flow DESIGN_CONFIG=/design/flow/config.mk WORK_HOME=/design/flow/orfs finish
```

==> impl_metrics.json <==
{
  "htreeDepth": 1,
  "root_buffer": "clkbuf_8",
  "grt_pass1_wl_um": 2920,
  "p_leak_nw": 0.591,
  "hold_class": "primary input to async pin",
  "top_area_share_pct": 44.0,
  "row_count": 29,
  "syn_inst": 95,
  "grt_use_met1_pct": 4.61,
  "max_stage_delay_ns": 0.45,
  "ys_ff": 36,
  "fillCellCount": 665,
  "vias": 634,
  "rr_worst_depth": 3,
  "drt-initial-drc-count": 23,
  "path_cells": "clkdlybuf4s50_1",
  "outcome": "finished clean",
  "ant_nets": 0,
  "gp_congestion": 0.723,
  "die_area_um2": 10200,
  "via_per_inst": 3.56,
  "cts_hold_buf": 0,
  "synthTopCellsByArea": "dfrtp_1, dlxtn_1, dfstp_2, xor2_1, nor2_1",
  "antenna_found_initial": 0,
  "arrival_ns": 1.03,
  "rr_startpoint": "u_baudRateGen.counter[2]",
  "grt_util_met2_pct": 5.11,
  "grt_pass1_vias": 654,
  "dr.pass1.iters": 4,
  "dp_hpwl_um": 1100,
  "seqCellArea_um2": 763,
  "syn_area_um2": 1140,
  "maxClockFrequency_ghz": 0.762,
  "regMostFlops": "u_baudRateGen.counter",
  "reg2reg_slack_ns": 0.21,
  "use_met3_pct": 1.66,
  "combGateArea_um2": 359,
  "die_w_um": 101,
  "rsz0062_at_grt": "no",
  "unclocked_regs": 14,
  "fin_skew_ns": 0.00162,
  "area_growth_pct": 15.4,
  "clk_latency_ns": 0.26,
  "critPathLaunchType": "flip-flop",
  "io_buffers": 2,
  "post-route-min-period_ns": 1.31,
  "ys_cells": 95,
  "dp_slack_ns": 0.216,
  "largest_reg_flops": 8,
  "report.final.hold_viol_count": 0,
  "ys_chip_area_um2": 1140,
  "untimed_endpoints": 28,
  "r2r_end": "u_baudRateGen.counter[7]",
  "tightest_slew_ns": 0.548,
  "crit_fanout": 1,
  "placed_area_um2": 1260,
  "wirelength_um": 1590,
  "max-slew-margin-rel_pct": 63.2,
  "ys_types": 27,
  "top_usage_layer": "met2",
  "n_antenna_cell": 0,
  "final_cell_area_um2": 1310,
  "grt_max_degree": 23,
  "clk_path_buf_depth": 2,
  "openroad.warnings": 26,
  "wire_per_inst_um": 8.95,
  "fin_util_pct": 20.7,
  "fin_ws_ns": 0.0877,
  "maxCapViolCount": 0,
  "yosys.area.top_type": "dfrtp_1",
  "clk_pin_slew_ns": 0.08,
  "cp.required_ns": 1.12,
  "yosys_warnings": 24,
  "post_cts_resized": 0,
  "drive_above_1_share_pct": 10.9,
  "core_area_um2": 6350,
  "path_delay_family": "buffers and inverters",
  "fin_setup_tns_ns": 0,
  "initCoreUtil_pct": 17.9,
  "post_cts_buffers": 0,
  "syn_area_per_cell_um2": 12.0,
  "drt_drc_violations_left": 0,
  "post-route-period-util_pct": 93.7,
  "critical_path.endpoint_type": "primary output",
  "die.size.y_um": 101,
  "cts_tree": "yes",
  "cp.buffers_inverters": 1,
  "grt_remaining_overflow": 0,
  "setup_viol": 0,
  "setup.worst_path.class": "flip-flop to primary output",
  "power.density_nw_per_um2": 838,
  "slew_viol_final": 0,
  "grt_usage_pct": 3.45,
  "cts_buffers": 3,
  "max-vdd-ir-drop_v": 0.000386,
  "io_pins": 4,
  "critical-path-slowest-cell": "clkdlybuf4s50_1"
}
synth_stat cells:
master / instances
a21oi_1: 3
nand2b_1: 2
a211o_1: 1
inv_2: 1
nand3b_1: 1
and4b_4: 1
nand2b_2: 1
xnor2_1: 4
dfstp_2: 2
xor2_1: 6
and3_1: 4
nand2_1: 2
a221o_1: 1
or3b_1: 1
nor3_1: 1
inv_1: 2
nor4b_2: 1
nand3_1: 6
nand4_1: 1
o21ai_0: 1
ha_1: 2
dlxtn_1: 14
nor2b_1: 1
dfrtp_1: 20
nor2_1: 13
and2_1: 2
clkbuf_1: 1
layout make-up:
type	instances	area share, %
repair buffers	3	2.10
inverters	3	0.858
flip-flops and latches	36	58.2
multi-input cells	55	27.4
well taps	77	7.34
clock buffers	4	4.19
cell families (layout without fill, tap and decap cells):
group	Yosys count	after routing	synth area share (%)
AND-OR/OR-AND	6	6	3.41
XOR/XNOR	10	10	7.70
adder cells (fa/ha/maj)	2	2	2.20
buffers and inverters	4	10	1.32
flip-flops	22	22	48.6
latches	14	14	18.5
AND/OR/NAND/NOR	37	37	18.3
through the flow:
step / power (W) / std cells / hold WS [ns]
finish: 0.00110 / 178 / 0.365
detailed placement: 0.000665 / 174 / 0.452
CTS: 0.00112 / 178 / 0.375
global placement: 0.000665 / 174 / 0.454
global route: 0.00116 / 178 / 0.400
floorplan: 0.000648 / 95 / -0.0156
routing by layer:
metal / vias to the layer above / share of wire (%)
li1: 323 / -
met1: 300 / 51
met3: 2 / 7.1
met5: - / 0
met4: 0 / 0.63
met2: 9 / 41
power breakdown:
group / internal (W) / switching (W)
clock: 0.000250 / 0.000198
sequential: 0.000635 / 0
combinational: 0.00000428 / 0.0000120
worst max-delay path by stage:
stage,cells after the start,from,to
CTS,1,u_uartTX.tx_reg,o_tx
global route,1,u_uartTX.tx_reg,o_tx
finish,1,u_uartTX.tx_reg,o_tx
cells in the final DEF (no fill, tap or decap), drive strengths merged:
master,n
a211o,1
a21oi,3
a221o,1
and2,2
and3,4
and4b,1
buf,1
clkbuf,4
clkdlybuf4s50,2
dfrtp,20
dfstp,2
dlxtn,14
ha,2
inv,3
nand2,2
nand2b,3
nand3,6
nand3b,1
nand4,1
nor2,13
nor2b,1
nor3,1
nor4b,1
o21ai,1
or3b,1
xnor2,4
xor2,6
No activity file was given, so power comes from the tool's default toggle rates.
